### run.sh
#!/bin/bash
# OpenROAD 26Q1-2900-gdf79404cd8, Yosys 0.63+post, stock flow scripts
make -C /OpenROAD-flow-scripts/flow DESIGN_CONFIG=/design/flow/config.mk WORK_HOME=/design/flow/orfs finish
### config.mk
export PLATFORM = sky130hd
export DESIGN_NAME = Program_Rom
export DESIGN_NICKNAME = Program_Rom
export VERILOG_FILES = /design/flow/design.v
export SDC_FILE = /design/flow/constraint.sdc
export NUM_CORES = 4
export LEC_CHECK = 1
export CORE_AREA = 10 10 70 70
export DIE_AREA = 0 0 80 80
### constraint.sdc
current_design Program_Rom

set clk_period 3.1
set clk_io_pct 0.2

create_clock -name clk0 -period $clk_period

set non_clock_inputs [all_inputs -no_clocks]
set_input_delay [expr $clk_period * $clk_io_pct] -clock clk0 $non_clock_inputs
set_output_delay [expr $clk_period * $clk_io_pct] -clock clk0 [all_outputs]
### design.v
module Program_Rom(Rom_data_out, Rom_addr_in);
    output [13:0] Rom_data_out;
    input [10:0] Rom_addr_in; 
    reg   [13:0] data;
    wire  [13:0] Rom_data_out;
    always @(Rom_addr_in)
        begin
            case (Rom_addr_in)
                11'h0 : data = 14'h3018;
                11'h1 : data = 14'h00A6;
                11'h2 : data = 14'h303B;
                11'h3 : data = 14'h01A1;
                11'h4 : data = 14'h01A2;
                11'h5 : data = 14'h00A5;
                11'h6 : data = 14'h3207;
                11'h7 : data = 14'h0BA6;
                11'h8 : data = 14'h3201;
                11'h9 : data = 14'h33F6;
                11'ha : data = 14'h0AA1;
                11'hb : data = 14'h01A2;
                11'hc : data = 14'h303B;
                11'hd : data = 14'h00A5;
                11'he : data = 14'h0AA2;
                11'hf : data = 14'h0BA5;
                11'h10 : data = 14'h33FD;
                11'h11 : data = 14'h33F5;
                11'h12 : data = 14'h2812;
                11'h13 : data = 14'h3400;
                11'h14 : data = 14'h3400;
                default: data = 14'h0;   
            endcase
        end
     assign Rom_data_out = data;
endmodule
==> impl_metrics.toml <==
# flow metrics
[setup_path]
critPathMaxStageDelay_ps = 480
critPathArrivalTime_ps = 2360
end_kind = "primary output"
crit_slowest_cell = "clkdlybuf4s50_1"
worstPathCellList = "clkdlybuf4s50_1, buf_12, nand2b_1, a311o_1, a21oi_2, clkdlybuf4s50_1"
crit_path_start_kind = "input pin"
crit_fanout = 24
crit_type = "input pin to primary output"
required_ps = 2480
startpoint = "Rom_addr_in[3]"
path_buffers = 3
path_common_cell = "clkdlybuf4s50_1"
crit_family = "buffers and inverters"

[hold_path]
worst_hold_path_type = "input pin to primary output"
min-delay-start = "Rom_addr_in[0]"

[global_route]
grt_pass1_vias = 771
gr-usage-all-layers_pct = 6.511
grt_start_max_net_pins = 25
grt_overflow = 0
antenna_found_initial = 0
grt_pass1_wl_mm = 3.567

[logic_synthesis]
yosys-stat-area_um2 = 618.1
synth-seq-area-share_pct = 0
synth-warning-count = 1
synthesis.area_um2 = 618.1
avgSynthCellArea_um2 = 6.575
synth_stat.cells = 94
synthCells = 94
synth.distinct_cells = 34

[routing]
wl_per_cell_um = 12.47
first_iter_violations = 5
drt-total-wl_mm = 2.108
drt_pass1_iterations = 3
diodes = 0
vias = 764
drc = 0
ant_nets = 0
drt-vias-per-instance = 4.521

[floorplan]
die_width_um = 80
chipArea_um2 = 6400
rows = 21
core_util_floorplan_pct = 18.10
io_pins = 25
coreArea_um2 = 3416
die_h_um = 80

[cells_and_area]
fillers = 378
area_delta_synth_final_pct = 68.83
clkbuf_count = 0
most-common-layout-cells = "23 x clkdlybuf4s50_1, 10 x a21oi_1, 8 x nor2b_1, 8 x buf_4, 6 x nor2_1"
ff_count = 0
layout-drive-gt1-share_pct = 21.14
seqCellArea_um2 = 0
final_core_util_pct = 30.55
final_common_cell = "clkdlybuf4s50_1"

[place]
place_ws_ps = -173.2
port_buffers = 25
place.gp.congestion = 0.8742
post-dp-hpwl_mm = 1.663

[final_timing]
rsz0062_at_grt = "false"
max_clock_freq_ghz = 0.3351
finalCriticalPeriod_ps = 2985
relSlewSlack_pct = 76.44
min_period_over_period_pct = 96.28
finalMaxSlewViolations = 0
fin_ws_ps = 115.4
hold_viol_final = 0
setup_viol = 0
worstMarginPinSlew_ps = 352.6

[pwr]
p_leak_nw = 0.3597
clockPowerShare_pct = 0
power_density_nw_per_um2 = 94.23
p_switching_w = 0.00004672
power_switching_share_pct = 47.52
ir_worst_vdd_v = 0.00003822
internal-power_w = 0.00005161
pwr-share-comb_pct = 100.0
power.total_w = 0.00009833
seqPwrFrac_pct = 0

[job]
maxCapViolCount = 0
warnings = 39

[clock_tree]
post_cts_buffers = 0
cts_hold_buf = 0

[run_status]
status = "completed"
[power groups by stage]
stage	Sequential, W	Clock (W)	Combinational (W)
final	0	0	0.0000983
after global routing	0	0	0.000108
after CTS	0	0	0.0000970
[area by class of cell]
class / count / area [µm²] / area share, %
timing repair buffer: 37 / 379.1 / 36.33
multi-input combinational: 82 / 591.8 / 56.71
tap: 46 / 57.56 / 5.516
inverter: 4 / 15.01 / 1.439
[worst paths after layout]
kind	to	slack [ps]	cells past startpoint
setup / recovery	Rom_data_out[11]	120	6
hold / removal	Rom_data_out[2]	2270	5
[synth_stat cells]
cell type  instances  share of area, %
nor3b_1            3               3.6
o31ai_1            1               1.2
o21a_1             1               1.2
nand2b_1           2               2.0
a21oi_2            1               1.4
nand3_1            3               2.4
buf_4              2               2.4
a211o_1            1               1.4
mux2i_1            1               1.6
nor3_1             3               2.4
buf_6              1               1.8
or3_1              3               3.0
nor2_1             6               3.6
nor2b_1            9               9.1
nand2_1            5               3.0
o211ai_1           1               1.2
nand3b_1           2               2.4
a32oi_1            1               1.4
clkbuf_1           1              0.61
a31oi_1            2               2.0
ha_1               8                16
nor4_1             1               1.0
buf_2              4               3.2
o21ai_1            3               2.4
inv_2              2               1.2
a21oi_1           11               8.9
a2111o_1           1               1.8
a221oi_1           2               2.8
o21ai_0            5               4.0
and2_1             1               1.0
inv_1              2               1.2
a311o_1            2               3.2
mux2_1             2               3.6
nand2_2            1               1.0
[per-layer routing]
layer | global-route usage [%] | share of wire (%) | wire length, µm | up-vias
li1 | - | - | - | 406
met3 | 0.9091 | 2.9 | 62 | 0
met4 | 0 | 0 | 0 | 0
met1 | 8.042 | 44 | 929 | 352
met5 | 0 | 0 | 0 | -
met2 | 12.20 | 53 | 1116 | 6
[through the flow]
| stage | setup TNS (ps) | hold WS, ps | cell area [µm²] | cells |
|---|---|---|---|---|
| 5_1_grt | 0 | 2327 | 1044 | 169 |
| 4_1_cts | 0 | 2287 | 1030 | 169 |
| 2_1_floorplan | 0 | 1361 | 618.1 | 94 |
| 3_3_place_gp | -674.1 | 2393 | 1003 | 169 |
| 3_5_place_dp | -870.7 | 2383 | 1003 | 169 |
| 6_report | 0 | 2274 | 1044 | 169 |
[logic make-up (layout without fill, tap and decap cells)]
logic type               Yosys count  count (layout)  share of synthesized area, %
AND-OR/OR-AND                     32              32                         33.20
adder cells (fa/ha/maj)            8               8                         16.19
buffers and inverters             12              41                         10.53
multiplexers                       3               3                         5.263
AND/OR/NAND/NOR                   39              39                         34.82
[what timing repair did]
| action | in CTS | in global routing |
|---|---|---|
| gates resized | 10 | 4 |
| setup endpoints to repair | 9 | 5 |
| pin swaps | 1 | 0 |
Power is estimated from default activity; no workload was simulated.
