--- design/flow/config.mk ---
export PLATFORM = sky130hd
export DESIGN_NAME = single_port_ram_128x8
export DESIGN_NICKNAME = single_port_ram_128x8
export VERILOG_FILES = /design/flow/design.v
export SDC_FILE = /design/flow/constraint.sdc
export NUM_CORES = 4
export LEC_CHECK = 1
export CORE_UTILIZATION = 30
--- design/flow/constraint.sdc ---
current_design single_port_ram_128x8

set clk_period 16.7
set clk_io_pct 0.2

create_clock -name clk0 -period $clk_period [get_ports {clk}]

set non_clock_inputs [all_inputs -no_clocks]
set_input_delay [expr $clk_period * $clk_io_pct] -clock clk0 $non_clock_inputs
set_output_delay [expr $clk_period * $clk_io_pct] -clock clk0 [all_outputs]
--- design/flow/design.v ---
module single_port_ram_128x8(data, addr, en, clk, q);
	input [6:0] addr;
	input [7:0] data;
	input en, clk;
	output [7:0] q;
	reg [7:0] ram[127:0];
	always @ (posedge clk)
	begin
		if (en)
			ram[addr] <= data;
	end
	assign q = ram[addr];
endmodule
--- design/flow/run.sh ---
#!/bin/bash
# OpenROAD 26Q1-2900-gdf79404cd8, Yosys 0.63+post, stock flow scripts
make -C /OpenROAD-flow-scripts/flow DESIGN_CONFIG=/design/flow/config.mk WORK_HOME=/design/flow/orfs finish
==> impl_metrics.json <==
{
  "met1_length_mm": 42.6,
  "power.internal_w": 0.00427,
  "hp-start": "data[2]",
  "cpLargestDelayFamily": "buffers and inverters",
  "post_cts_buffers": 0,
  "viasPerCell": 5.45,
  "clock-sinks": 1024,
  "io_pins": 25,
  "slowest_stage": "a2111oi_0",
  "p_sw_w": 0.00120,
  "numCtsBuffers": 106,
  "status": "complete, no violations",
  "yosys-stat-area_um2": 40300,
  "dr.max_layer_used": "met5",
  "crit_required_ps": 13360,
  "io_buffer_count": 24,
  "hp-class": "in2reg",
  "largest_register_ffs": 1024,
  "worstMarginPinSlew_ps": 1080,
  "finalSetupTns_ps": 0,
  "yosys.stat.seqShare_pct": 76.4,
  "comb_power_share_pct": 6.1,
  "cp_max_fo": 46,
  "synthCells": 2467,
  "die_h_um": 368,
  "cp_slowest_stage_delay_ps": 810,
  "top_regs": "ram (1024)",
  "dr.first_iter.drc_count": 1832,
  "ctsHtreeMaxLevel": 3,
  "ant_nets": 0,
  "ys_cells": 2467,
  "warnings": 26,
  "drc": 0,
  "slew_headroom_pct": 27.5,
  "grt_antenna_before_repair": 4,
  "cts.hold.buffers_added": 0,
  "async_flop_share_pct": 0,
  "fillCellCount": 12500,
  "worst_path_most_repeated_cell": "buf_4",
  "critPathLaunchType": "primary input",
  "final_cell_mix": "edfxtp_1, nor2_1, a221oi_1",
  "top_area_share_pct": 76.4,
  "rsz0062_at_grt": "no",
  "synth_flop_count": 1024,
  "floorplan.core_util_pct": 30.2,
  "vias": 23900,
  "clock-root-buffer": "clkbuf_16",
  "globalRouteOverflowTotal": 0,
  "min_period_ps": 11910,
  "yosysTopAreaCell": "edfxtp_1",
  "crit_start": "addr[2]",
  "core_area_um2": 133000,
  "top_cells_by_area": "edfxtp_1, a221oi_1, nor2_1",
  "dieArea_um2": 136000,
  "hold_slack_ps": 3110,
  "leakage_nw": 14.3,
  "fmax_ghz": 0.0839,
  "drt_first_pass_iters": 9,
  "arrival_ps": 8570,
  "ys_types": 65,
  "critPathBufInv": 7,
  "rows": 134,
  "vdd_drop_max_uv": 85.4,
  "met3_wirelength_mm": 19.5,
  "cts_resized": 0,
  "edf_count": 1024,
  "ys.flop_type": "edfxtp_1",
  "wl_met2_mm": 53.2,
  "die_w_um": 368,
  "cts_tree": "yes",
  "dp_hpwl_mm": 71.8,
  "avgSynthCellArea_um2": 16.3,
  "gp_congestion": 0.978,
  "final_common_cell": "edfxtp_1",
  "cts.clk_slew.worst_paths_ps": 60,
  "wl_mm": 120,
  "drive_gt1_share_pct": 14.6,
  "gr-usage-all-layers_pct": 18.7,
  "path_cells": "buf_8 > buf_4 > buf_4 > nor2b_4 > buf_4 > buf_4 > a22oi_1 > nand3_1 > nand2_1 > a2111oi_0 > buf_4 > nor3_1 > nand3_1 > clkdlybuf4s50_1",
  "hold_viol": 0,
  "syn_to_final_growth_pct": 14.5,
  "power_frac_seq_pct": 51.9,
  "max_flop_register": "ram",
  "grt_max_degree": 69,
  "p_per_area_nw_per_um2": 119,
  "wire_per_inst_um": 27.3,
  "grt_pass1_vias": 25000,
  "worstSetupEndpointType": "primary output",
  "crit_type": "in2out",
  "setup_viol": 0,
  "clock_path_buffers": 3,
  "maxSlewViolCount": 0,
  "yosys_warnings": 1,
  "syn_area_um2": 40300,
  "power_frac_clock_pct": 42.0,
  "grt_pass1_wl_mm": 174,
  "max-cap-violations": 0,
  "p_sw_share_pct": 22.0,
  "period_used_pct": 71.3
}
[through the flow]
step,power [W],setup WS [ps],util (%),instance area (um2),instances
global placement,0.00322,4740,32.1,42700,4201
finish,0.00548,4790,34.6,46100,4393
floorplan,0.00306,8550,-,40300,2467
CTS,0.00550,4860,34.6,46100,4391
global route,0.00562,4550,34.6,46100,4391
detailed placement,0.00322,4890,32.1,42700,4201
[area by class of cell]
cell class | count | area, um2 | area share [%]
Clock inverter | 61 | 591 | 1.28
Sequential cell | 1024 | 30700 | 66.7
Multi-Input combinational cell | 1244 | 8500 | 18.4
Clock buffer | 129 | 2780 | 6.03
Timing Repair Buffer | 161 | 1250 | 2.71
Tap cell | 1768 | 2210 | 4.80
Inverter | 4 | 17.5 | 0.0380
Antenna cell | 2 | 5.00 | 0.0109
[metal layers]
layer / vias up / global-route usage [%]
met5: - / 0.641
met4: 5 / 5.32
met3: 265 / 13.2
met2: 1583 / 27.0
met1: 11900 / 22.8
li1: 10200 / -
[cells by family (layout without fill, tap and decap cells)]
logic type / Yosys count / after routing / share of synthesized area, %
other cells: 0 / 2 / 0
compound gates: 680 / 680 / 12.6
simple gates: 427 / 427 / 4.49
mux: 137 / 137 / 3.96
flops: 1024 / 1024 / 76.4
buf+inv: 199 / 355 / 2.62
[power groups by stage]
| stage | logic, W | clock network (W) | registers, W |
|---|---|---|---|
| 6_report | 0.000334 | 0.00230 | 0.00284 |
| 5_1_grt | 0.000353 | 0.00243 | 0.00284 |
| 4_1_cts | 0.000329 | 0.00233 | 0.00284 |
[cells in the mapped netlist, drive strengths merged (4+ instances only)]
| master | n |
|---|---|
| edfxtp | 1024 |
| nor2 | 241 |
| a221oi | 223 |
| a21oi | 125 |
| buf | 123 |
| nand2 | 102 |
| o21ai | 81 |
| a22oi | 74 |
| clkbuf | 72 |
| mux2 | 65 |
| mux2i | 61 |
| a22o | 41 |
| o22ai | 24 |
| a221o | 20 |
| o221ai | 18 |
| nand3 | 17 |
| nor3 | 16 |
| nor2b | 14 |
| mux4 | 11 |
| o211ai | 11 |
| o22a | 11 |
| nand4 | 9 |
| a211oi | 8 |
| nand2b | 8 |
| and2 | 7 |
| o31ai | 6 |
| a2bb2oi | 4 |
| inv | 4 |
| o2bb2ai | 4 |
| or3 | 4 |
[path summary, 6_finish.rpt]
path,cells after the start,end
setup / recovery,14,q[1]
hold / removal,1,ram[124][2]
Power and IR drop assume default switching activity.
